### design.v
typedef enum {
	STATE_IDLE,
	STATE_READING_HEADER,
	STATE_READING_BODY,
	STATE_CONTROL_READY,
	STATE_DUMPING,
	STATE_STREAMING
} packet_buffer_state;
module packet_buffer #
(
	parameter BUFFER_DEPTH = 256,
	parameter FLIT_SIZE = 64,
	parameter TO_ADDRESS_MSB = 63,
	parameter TO_ADDRESS_LSB = 56,
	parameter FROM_ADDRESS_MSB = 55,
	parameter FROM_ADDRESS_LSB = 48,
	parameter PACKET_LENGTH_MSB = 47,
	parameter PACKET_LENGTH_LSB = 40
)
(
	input clk,
	input rst,  
	input [FLIT_SIZE-1:0] in_flit,
	input in_flit_valid,
	input drop,
	input stream,
	input control_valid,
	output logic control_ready,
	output logic packet_ready,
	output logic [TO_ADDRESS_MSB-TO_ADDRESS_LSB:0]             to_addr,
	output logic [FROM_ADDRESS_MSB-FROM_ADDRESS_LSB:0]         from_addr,
	output logic [PACKET_LENGTH_MSB-PACKET_LENGTH_LSB:0] packet_length,
	output logic [$clog2(BUFFER_DEPTH)-1:0] n_packets,
	output logic [$clog2(BUFFER_DEPTH)-1:0] n_flits,
	output logic [FLIT_SIZE-1:0] out_flit,
	output logic out_flit_valid
);
packet_buffer_state state_control;
packet_buffer_state state_buffer;
logic [FLIT_SIZE-1:0] ringbuffer [BUFFER_DEPTH-1:0];
logic [0:0] ringbuffer_valid [BUFFER_DEPTH-1:0];
logic [$clog2(BUFFER_DEPTH)-1:0] ringbuffer_rxaddr;
logic [$clog2(BUFFER_DEPTH)-1:0] ringbuffer_headaddr;
logic [$clog2(BUFFER_DEPTH)-1:0] ringbuffer_packet_head_addr;
logic [$clog2(BUFFER_DEPTH)-1:0] flits_processed;
logic [$clog2(BUFFER_DEPTH)-1:0] flits_received;
logic [FLIT_SIZE-1:0] header;
logic [$clog2(BUFFER_DEPTH)-1:0] flit_delta;
logic [$clog2(BUFFER_DEPTH)-1:0] packet_delta;
assign to_addr       = header[TO_ADDRESS_MSB   :TO_ADDRESS_LSB   ];
assign from_addr     = header[FROM_ADDRESS_MSB :FROM_ADDRESS_LSB ];
assign packet_length = header[PACKET_LENGTH_MSB:PACKET_LENGTH_LSB];
assign control_ready = (state_control == STATE_CONTROL_READY) && (rst);
initial begin
	state_buffer = STATE_IDLE;
	state_control = STATE_IDLE;
	ringbuffer_rxaddr = 0;
	ringbuffer_headaddr = 0;
	ringbuffer_valid[0] = 0;
	n_packets = 0;
	n_flits = 0;
	packet_ready = 0;
	flits_received = 0;
	ringbuffer_packet_head_addr = 0;
end
always_comb begin
	if (!rst) begin
		flit_delta = 0;
	end else if (in_flit_valid && ((state_control == STATE_STREAMING) || (state_control == STATE_DUMPING) || (state_control == STATE_CONTROL_READY && (control_valid && (drop || stream))))) begin
		flit_delta = 0;
	end else if (in_flit_valid) begin
		flit_delta = 1;
	end else if ((state_control == STATE_STREAMING) || (state_control == STATE_DUMPING) || (state_control == STATE_CONTROL_READY && (control_valid && (drop || stream)))) begin
		flit_delta = -1;
	end else begin
		flit_delta = 0;
	end
	if (!rst) begin
		packet_delta = 0;
	end else if (((state_buffer == STATE_IDLE) && in_flit_valid) && (((ringbuffer_headaddr+1) >= (ringbuffer_packet_head_addr + packet_length)) && ((state_control == STATE_STREAMING) || (state_control == STATE_DUMPING)))) begin
		packet_delta = 0;
	end else if (((ringbuffer_headaddr+1) >= (ringbuffer_packet_head_addr + packet_length)) && ((state_control == STATE_STREAMING) || (state_control == STATE_DUMPING))) begin
		packet_delta = -1;
	end else if ((state_buffer == STATE_IDLE) && in_flit_valid) begin
		packet_delta = 1;
	end else begin
		packet_delta = 0;
	end
end
always @(posedge clk) begin
	if (!rst) begin
		state_control <= STATE_IDLE;
		state_buffer <= STATE_IDLE;
		ringbuffer_rxaddr <= 0;
		ringbuffer_headaddr <= 0;
		ringbuffer_valid[0] <= 0;
		n_packets <= 0;
		n_flits <= 0;
		packet_ready <= 0;
		flits_received <= 0;
		ringbuffer_packet_head_addr <= 0;
	end else begin
		n_flits <= n_flits + flit_delta;
		n_packets <= n_packets + packet_delta;
		if (in_flit_valid) begin
			ringbuffer[ringbuffer_rxaddr] <= in_flit;
			ringbuffer_valid[ringbuffer_rxaddr] <= 1'b1;
			ringbuffer_rxaddr <= ringbuffer_rxaddr + 1;
			packet_ready <= 1;
			flits_received <= flits_received + 1;
		end
		case (state_buffer)
			STATE_IDLE: begin
				if (in_flit_valid) begin
					state_buffer <= STATE_READING_HEADER;
					if ((ringbuffer_headaddr == ringbuffer_rxaddr) || n_packets == 0) begin
						ringbuffer_packet_head_addr <= ringbuffer_rxaddr;
						header <= in_flit;
					end
					flits_received <= 1;
				end
			end
			STATE_READING_HEADER: begin
				state_buffer <= STATE_READING_BODY;
			end
			STATE_READING_BODY: begin
				if (flits_received >= packet_length) begin
					state_buffer <= STATE_IDLE;
				end else begin
					state_buffer <= STATE_READING_BODY;
				end
			end
		endcase
		case (state_control)
			STATE_IDLE: begin
				if (in_flit_valid) begin
					state_control <= STATE_CONTROL_READY;
				end
			end
			STATE_CONTROL_READY: begin
				if ((control_valid) && (drop) && (!stream)) begin
					state_control <= STATE_DUMPING;
					out_flit_valid <= 0;
					ringbuffer_valid[ringbuffer_headaddr] = 0;
					ringbuffer_headaddr <= ringbuffer_headaddr + 1;
				end else if ((control_valid) && (!drop) && (stream)) begin
					state_control <= STATE_STREAMING;
					out_flit <= ringbuffer[ringbuffer_headaddr];
					ringbuffer_valid[ringbuffer_headaddr] = 0;
					out_flit_valid <= 1;
					ringbuffer_headaddr <= ringbuffer_headaddr + 1;
				end else begin
					state_control <= STATE_CONTROL_READY;
				end
			end
			STATE_STREAMING: begin
				if ((ringbuffer_headaddr+1) >= (ringbuffer_packet_head_addr + packet_length)) begin
					if (n_packets > 1) begin
						state_control <= STATE_CONTROL_READY;
						ringbuffer_packet_head_addr <= ringbuffer_headaddr + 1;
						header <= ringbuffer[ringbuffer_headaddr+1];
					end else begin
						state_control <= STATE_IDLE;
						packet_ready <= 0;
					end
					out_flit_valid <= 0;
				end else begin
					state_control <= STATE_STREAMING;
				end
				ringbuffer_valid[ringbuffer_headaddr] = 0;
				out_flit <= ringbuffer[ringbuffer_headaddr];
				out_flit_valid <= 1;
				ringbuffer_headaddr <= ringbuffer_headaddr + 1;
			end
			STATE_DUMPING: begin
				if ((ringbuffer_headaddr+1) >= (ringbuffer_packet_head_addr + packet_length)) begin
					if (n_packets > 1) begin
						state_control <= STATE_CONTROL_READY;
					end else begin
						state_control <= STATE_IDLE;
						packet_ready <= 0;
					end
					out_flit_valid <= 0;
				end else begin
					state_control <= STATE_DUMPING;
				end
				ringbuffer_valid[ringbuffer_headaddr] = 0;
				out_flit_valid <= 0;
				ringbuffer_headaddr <= ringbuffer_headaddr + 1;
			end
		endcase
	end
end
endmodule
### run.sh
#!/bin/bash
# OpenROAD 26Q1-2900-gdf79404cd8, Yosys 0.63+post, stock flow scripts
make -C /OpenROAD-flow-scripts/flow DESIGN_CONFIG=/design/flow/config.mk WORK_HOME=/design/flow/orfs finish
### config.mk
export PLATFORM = sky130hd
export DESIGN_NAME = packet_buffer
export DESIGN_NICKNAME = packet_buffer
export VERILOG_FILES = /design/flow/design.v
export SDC_FILE = /design/flow/constraint.sdc
export NUM_CORES = 4
export LEC_CHECK = 1
export CORE_UTILIZATION = 50
export SYNTH_MEMORY_MAX_BITS = 65536
### constraint.sdc
current_design packet_buffer

set clk_period 1453.9
set clk_io_pct 0.2

create_clock -name clk0 -period $clk_period [get_ports {clk}]

set non_clock_inputs [all_inputs -no_clocks]
set_input_delay [expr $clk_period * $clk_io_pct] -clock clk0 $non_clock_inputs
set_output_delay [expr $clk_period * $clk_io_pct] -clock clk0 [all_outputs]
==> impl_metrics.csv <==
group,metric,value,unit
status,outcome,"complete, no violations",
critical_path,critPathMaxStageDelay,0.54,ns
detailed_routing,via_count,323872,
clock_network,cts_hold_buffers,0,
critical_path,critPathLaunchType,"primary input",
detailed_routing,wl_per_instance,42.70,um
clock_network,cts_sinks,16527,
job,stage_log_warnings,53,
yosys,synth.top_cells.by_count,"edfxtp_1 (16473), mux4_2 (7216), clkbuf_1 (866), buf_2 (660), nand2_1 (369)",
yosys,seq_area_frac_synth,73.31,%
global_routing,grt_antenna_before_repair,233,
cells_and_area,area_taken_by_multi_input_logic_gates,175100,sq um
sta,worst_margin_slew,1.343,ns
detailed_routing,totalWireLength,2090,mm
sta,maxClockFrequency,1.715,MHz
detailed_routing,routed_via_density,6.617,
clock_network,post_cts_resize_count,0,
clock_network,root_buffer,"clkbuf_16",
yosys,yosys_area,676300,sq um
hold_path,timing.hold.worst.class,"reg2reg",
floorplanning,horizontal_die_dimension,1.165,mm
yosys,ys_async_rst_share,0,%
clock_network,clkTransAtPathRegs,0.06,ns
critical_path,worstPathCellList,"buf_4 > buf_4 > nand2_1 > nor3_1 > clkdlybuf4s50_1",
detailed_routing,firstDrtPassIters,7,
sta,fin_skew,0.1004,ns
sta,number_of_pins_exceeding_their_max_slew_limit_in_the_final_report,0,
clock_network,cts_post_setup_buffers_inserted,0,
clock_network,clock_tree_from_tritoncts,"yes",
critical_path,cp.required,1163.12,ns
critical_path,critical_path.endpoint_type,"primary output",
cells_and_area,area_growth_from_synthesis_to_final_layout,13.05,%
clock_network,clock_latency_at_the_later_pin_of_the_worst_skew_pair,1.37,ns
yosys,number_of_enable_flip_flop_cells,16473,
sta,post-route-period-util,40.11,%
critical_path,number_of_buffer_and_inverter_stages_on_the_critical_path,3,
critical_path,family_of_cells_with_the_greatest_summed_delay_on_the_critical_path,"buffers and inverters",
yosys,yosys_cell_count,27270,
floorplanning,boundaryPins,177,
cells_and_area,final_layout_size_suffix_gt1_share,38.22,%
power_and_ir_drop,irDropWorstVdd,0.001105,mV
detailed_routing,route.detailed.drc,0,
clock_network,cts-root-to-sink-buffers,6,
sta,fin_hold_ws,0.5265,ns
power_and_ir_drop,static-leakage-power,0.2256,uW
yosys,ys_types,62,
sta,fin_crit_period,583.15,ns
sta,hold_viol,0,
floorplanning,chipHeight,1.165,mm
critical_path,critical_path.max_fanout,3,
floorplanning,fp.coreArea,1347000,sq um
global_routing,gr-usage-all-layers,35.71,%
cells_and_area,final-seq-area,495800,sq um
yosys,yosysWarnings,1,
critical_path,criticalPathCategory,"in2out",
yosys,netlist_area,676300,sq um
floorplanning,chip_area,1357000,sq um
power_and_ir_drop,power-per-cell-area,1.291,nW/um^2
global_routing,grt_start_max_net_pins,129,
clock_network,cts_made_buffers,1760,
sta,rsz0062_at_grt,"no",
yosys,largest_area_cell,"edfxtp_1",
placement,numPortBuffers,176,
yosys,yosysMostFrequentCell,"edfxtp_1",
critical_path,slowest_cell_on_the_critical_path,"clkdlybuf4s50_1",
global_routing,grt_overflow,0,
placement,place.gp.congestion,0.9615,
placement,detailedPlacementHpwl,1341,mm
yosys,synthesis.area_per_instance,24.80,sq um
cells_and_area,num-fill-cells,94753,
global_routing,grt_first_pass_wirelength,2886,mm
sta,setup_total_negative_slack,0,ns
yosys,post_synth_inst_count,27270,
sta,report.final.setup_viol,0,
detailed_routing,tally_of_nets_with_antenna_violations_remaining_after_routing,0,
floorplanning,std_cell_rows,426,
yosys,synthDominantCellAreaShare,73.15,%
yosys,synth-seq-cells,16527,
critical_path,critical-path-top-cell-by-count,"buf_4",
floorplanning,floorplanUtilization,50.21,%
yosys,yosys-top-cells-area,"edfxtp_1 (73%), mux4_2 (24%), buf_2 (0.49%)",
job,max_cap_viol_count,0,
sta,slew_headroom,10.45,%
critical_path,timing.critical_path.arrival,292.37,ns
yosys,flop_cell,"edfxtp_1",
global_routing,vias_in_the_first_global_route,361846,
detailed_routing,dr.first_iter.drc_count,23250,
clock_network,clock_tree.htree_level_count,7,
[state kept, by name (all words and copies together) (netlist names), named ones only]
register	cells
packet_ready	1
state_control	3
n_flits	8
ringbuffer_packet_head_addr	8
out_flit_valid	1
header	24
n_packets	8
ringbuffer_rxaddr	8
ringbuffer_headaddr	8
out_flit	64
state_buffer	2
ringbuffer	16384
flits_received	1
[power by group]
part,internal (uW),switching (uW)
sequential,524,0.444
combinational,10.5,19.8
clock,251,180
[cells by family after synthesis]
family,synth area share (%)
buffers and inverters,1.162
and+or+nand+nor,0.6155
adders and majority gates,0.1051
muxes,24.24
AOI/OAI and AO/OA,0.5049
DFF,73.31
xor gates and xnor gates,0.06216
[routing by layer]
metal	track usage, %	share of wire (%)	up-vias
met1	40.53	26	167030
li1	-	-	126154
met5	8.968	0.61	-
met3	33.82	23	4295
met2	46.92	45	26046
met4	13.97	5.4	347
[worst register-to-register path: cells and delay by family (launching register included)]
kind            cells  cell delay [ns]
compound gates      1             0.19
mux                 3             1.84
simple gates        1             0.22
buf+inv            10             6.74
flops               1             0.73
[metrics by stage]
step	instance area (sq um)	total power, uW	setup WS, ns	cells	util (%)
after floorplan	676300	548.8	871.95	27270	-
after global placement	708700	564.7	870.65	45331	52.61
after detailed placement	708700	565.2	870.69	45331	52.61
after CTS	763200	992.0	870.67	48432	56.66
after global routing	764300	1011	870.67	48858	56.74
final	764500	986.6	870.75	48943	56.76
[placed cells by master, fill, tap and decap left out, types with 39 or more instances in the layout]
master	count
clkdlybuf4s50_1	111
edfxtp_1	16473
mux2i_1	143
nor2_4	264
clkinv_2	288
buf_12	41
clkbuf_16	1786
nand3_1	85
mux4_2	7216
buf_4	1653
clkbuf_1	389
clkbuf_8	56
nand2_1	364
diode_2	511
nor2_1	39
clkinv_1	401
ha_1	50
dfxtp_1	48
o22ai_1	49
a21oi_1	111
bufinv_16	154
a22oi_1	140
[area by class of cell]
type | count | share of cell area (%)
multi-input cells | 8920 | 22.90
clock buffers | 2183 | 6.051
well taps | 17976 | 2.942
repair buffers | 1869 | 1.987
clock inverters | 918 | 1.081
flip-flops and latches | 16527 | 64.85
diodes | 511 | 0.1673
inverters | 39 | 0.02242
[path summary, 6_finish.rpt]
kind / cells past startpoint / slack [ns] / to / from
worst max-delay path: 5 / 870.75 / control_ready / rst
worst min-delay path: 2 / 0.53 / flip-flop / flip-flop
worst max register to register: 15 / 1443.82 / out_flit[6] / ringbuffer_headaddr[0]
worst min register to register: 2 / 0.53 / flip-flop / flip-flop
No activity file was given, so power comes from the tool's default toggle rates.
